`/design/flow/run.sh`:
```
#!/bin/bash
# OpenROAD 26Q1-2900-gdf79404cd8, Yosys 0.63+post, stock flow scripts
make -C /OpenROAD-flow-scripts/flow DESIGN_CONFIG=/design/flow/config.mk WORK_HOME=/design/flow/orfs finish
```
`/design/flow/config.mk`:
```
export PLATFORM = sky130hd
export DESIGN_NAME = syn_fifo
export DESIGN_NICKNAME = syn_fifo
export VERILOG_FILES = /design/flow/design.v
export SDC_FILE = /design/flow/constraint.sdc
export NUM_CORES = 4
export LEC_CHECK = 1
export CORE_UTILIZATION = 40
```
`/design/flow/constraint.sdc`:
```
current_design syn_fifo

set clk_period 15.0
set clk_io_pct 0.2

create_clock -name clk0 -period $clk_period [get_ports {clk}]

set non_clock_inputs [all_inputs -no_clocks]
set_input_delay [expr $clk_period * $clk_io_pct] -clock clk0 $non_clock_inputs
set_output_delay [expr $clk_period * $clk_io_pct] -clock clk0 [all_outputs]
```
`/design/flow/design.v`:
```
interface fifo_ports (
  input  wire        clk      ,
  output logic        rst      ,
  input  wire        full     ,
  input  wire        empty    ,
  output logic       wr_cs    ,
  output logic       rd_cs    ,
  output logic       rd_en    , 
  output logic       wr_en    ,
  output logic [7:0] data_in  ,
  input  wire  [7:0] data_out
);
endinterface
interface fifo_monitor_ports (
  input wire       clk      ,
  input wire        rst      ,
  input wire       full     ,
  input wire       empty    ,
  input wire       wr_cs    ,
  input wire       rd_cs    ,
  input wire       rd_en    , 
  input wire       wr_en    ,
  input wire [7:0] data_in  ,
  input wire [7:0] data_out
);
endinterface
module ram_dp_ar_aw (
address_0 ,  
data_0    ,  
cs_0      ,  
we_0      ,  
oe_0      ,  
address_1 ,  
data_1    ,  
cs_1      ,  
we_1      ,  
oe_1         
); 
parameter DATA_WIDTH = 8 ;
parameter ADDR_WIDTH = 8 ;
parameter RAM_DEPTH = 1 << ADDR_WIDTH;
input [ADDR_WIDTH-1:0] address_0 ;
input cs_0 ;
input we_0 ;
input oe_0 ; 
input [ADDR_WIDTH-1:0] address_1 ;
input cs_1 ;
input we_1 ;
input oe_1 ; 
inout [DATA_WIDTH-1:0] data_0 ; 
inout [DATA_WIDTH-1:0] data_1 ;
reg [DATA_WIDTH-1:0] data_0_out ; 
reg [DATA_WIDTH-1:0] data_1_out ;
reg [DATA_WIDTH-1:0] mem [0:RAM_DEPTH-1];
always @ (address_0 or cs_0 or we_0 or data_0
or address_1 or cs_1 or we_1 or data_1)
begin : MEM_WRITE
  if ( cs_0 && we_0 ) begin
     mem[address_0] <= data_0;
  end else if  (cs_1 && we_1) begin
     mem[address_1] <= data_1;
  end
end
assign data_0 = (cs_0 && oe_0 && !we_0) ? data_0_out : 8'bz; 
always @ (address_0 or cs_0 or we_1 or oe_0)
begin : MEM_READ_0
  if (cs_0 && !we_0 && oe_0) begin
    data_0_out <= mem[address_0]; 
  end else begin
    data_0_out <= 0; 
  end
end 
assign data_1 = (cs_1 && oe_1 && !we_1) ? data_1_out : 8'bz; 
always @ (address_1 or cs_1 or we_1 or oe_1)
begin : MEM_READ_1
  if (cs_1 && !we_1 && oe_1) begin
    data_1_out <= mem[address_1]; 
  end else begin
    data_1_out <= 0; 
  end
end
endmodule  
module syn_fifo (
clk      ,  
rst      ,  
wr_cs    ,  
rd_cs    ,  
data_in  ,  
rd_en    ,  
wr_en    ,  
data_out ,  
empty    ,  
full        
);    
parameter DATA_WIDTH = 8;
parameter ADDR_WIDTH = 8;
parameter RAM_DEPTH = (1 << ADDR_WIDTH);
input clk ;
input rst ;
input wr_cs ;
input rd_cs ;
input rd_en ;
input wr_en ;
input [DATA_WIDTH-1:0] data_in ;
output full ;
output empty ;
output [DATA_WIDTH-1:0] data_out ;
reg [ADDR_WIDTH-1:0] wr_pointer;
reg [ADDR_WIDTH-1:0] rd_pointer;
reg [ADDR_WIDTH :0] status_cnt;
reg [DATA_WIDTH-1:0] data_out ;
wire [DATA_WIDTH-1:0] data_ram ;
assign full = (status_cnt == (RAM_DEPTH-1));
assign empty = (status_cnt == 0);
always @ (posedge clk or posedge rst)
begin : WRITE_POINTER
  if (rst) begin
    wr_pointer <= 0;
  end else if (wr_cs && wr_en ) begin
    wr_pointer <= wr_pointer + 1;
  end
end
always @ (posedge clk or posedge rst)
begin : READ_POINTER
  if (rst) begin
    rd_pointer <= 0;
  end else if (rd_cs && rd_en ) begin
    rd_pointer <= rd_pointer + 1;
  end
end
always  @ (posedge clk or posedge rst)
begin : READ_DATA
  if (rst) begin
    data_out <= 0;
  end else if (rd_cs && rd_en ) begin
    data_out <= data_ram;
  end
end
always @ (posedge clk or posedge rst)
begin : STATUS_COUNTER
  if (rst) begin
    status_cnt <= 0;
  end else if ((rd_cs && rd_en) && !(wr_cs && wr_en) 
                && (status_cnt != 0)) begin
    status_cnt <= status_cnt - 1;
  end else if ((wr_cs && wr_en) && !(rd_cs && rd_en) 
               && (status_cnt != RAM_DEPTH)) begin
    status_cnt <= status_cnt + 1;
  end
end 
ram_dp_ar_aw #(DATA_WIDTH,ADDR_WIDTH)DP_RAM (
.address_0 (wr_pointer) ,  
.data_0    (data_in)    ,  
.cs_0      (wr_cs)      ,  
.we_0      (wr_en)      ,  
.oe_0      (1'b0)       ,  
.address_1 (rd_pointer) ,  
.data_1    (data_ram)   ,  
.cs_1      (rd_cs)      ,  
.we_1      (1'b0)       ,  
.oe_1      (rd_en)         
);     
endmodule
```
==> results_dict.tcl <==
# yosys + openroad results
set metrics [dict create \
    outcome "stopped before the end" \
    failed_stage "synthesis (1_2_yosys)" \
    error_line "ERROR: Found 8 problems in 'check -assert'." \
    yosys_cells 5491 \
    numSynthFlops 2081 \
    yosysWarnings 5 \
    top_area_share_pct 58.7 \
    synth-edff-count 0 \
    synthDistinctLibCells 86 \
    yosys.stat.chipArea_um2 52300 \
    largest_area_cell "dlxtn_1" \
    flop_cell "dlxtn_1" \
    topCellsByArea "dlxtn_1 59%, a22oi_1 5.6%, nand2_1 3.3%" \
    synthArstFlopShare_pct 1.59 \
]
-- synth_stat cells, drive strengths merged (11+ instances only) --
library cell and instances:
dlxtn 2048, nand2 461, a22oi 393, nand3 317, clkbuf 287, nor2 198, buf 175, a32oi 165
o21ai 138, nand4 113, a21oi 108, o22ai 108, a22o 89, nor3 86, nor4 65, a31oi 55
mux2i 48, mux2 42, a32o 39, a221oi 38, and3 35, and2 34, dfrtp 33, nor2b 29
o32ai 28, or4 25, o211ai 22, xnor2 20, inv 16, a2111oi 15, a222oi 15, ha 15
nand2b 15, nand3b 15, a211oi 14, and3b 14, nor3b 13, o2111ai 13, and4 12, o31ai 11
-- cell families after synthesis --
| family | count (synthesis) | share of synthesized area [%] |
|---|---|---|
| fa+ha+maj | 16 | 0.397 |
| buf+inv | 479 | 4.01 |
| simple gates | 1483 | 14.3 |
| compound gates | 1317 | 18.6 |
| latches | 2048 | 58.7 |
| other cells | 1 | 0.00717 |
| mux | 91 | 1.87 |
| xor+xnor | 23 | 0.385 |
| flops | 33 | 1.58 |
